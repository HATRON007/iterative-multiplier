File: /design/flow/run.sh
#!/bin/bash
# OpenROAD 26Q1-2900-gdf79404cd8, Yosys 0.63+post, stock flow scripts
make -C /OpenROAD-flow-scripts/flow DESIGN_CONFIG=/design/flow/config.mk WORK_HOME=/design/flow/orfs finish
File: /design/flow/config.mk
export PLATFORM = sky130hd
export DESIGN_NAME = control_unit
export DESIGN_NICKNAME = control_unit
export VERILOG_FILES = /design/flow/design.v
export SDC_FILE = /design/flow/constraint.sdc
export NUM_CORES = 4
export LEC_CHECK = 1
export CORE_AREA = 10 10 70 70
export DIE_AREA = 0 0 80 80
File: /design/flow/constraint.sdc
current_design control_unit

set clk_period 2.0
set clk_io_pct 0.2

create_clock -name clk0 -period $clk_period [get_ports {clk}]

set non_clock_inputs [all_inputs -no_clocks]
set_input_delay [expr $clk_period * $clk_io_pct] -clock clk0 $non_clock_inputs
set_output_delay [expr $clk_period * $clk_io_pct] -clock clk0 [all_outputs]
File: /design/flow/design.v
module control_unit(
    input clk,
    input rst,
    input b_lsb,
    input istream_val,
    input ostream_rdy,
    output reg istream_rdy,
    output reg ostream_val,
    output reg b_mux_sel,
    output reg a_mux_sel,
    output reg r_mux_sel,
    output reg add_mux_sel,
    output reg r_en,
    output reg state_done
);
    parameter s1 = 2'd1, s2 = 2'd2, s3 = 2'd3;
    reg [1 : 0] state;
    reg [1 : 0] next_state;
    reg [4 : 0] counter;
    always @(posedge clk) begin
        if(rst) begin
            state <= s1;
            counter <= 5'b0;
        end
        else begin
            state <= next_state;
            if(state == s2) counter <= counter + 1;
        end
    end
    always @(*) begin
        b_mux_sel = 1'b1;
        a_mux_sel = 1'b1;
        r_mux_sel = 1'b0;
        state_done = 1'b0;
        next_state = state;
        add_mux_sel = 1'b0;
        r_en = 1'b0;
        istream_rdy = 1'b0;
        ostream_val = 1'b0;
        case(state)
        s1: begin
                istream_rdy = 1'b1;
                if(istream_val) begin
                    b_mux_sel = 1'b0;
                    a_mux_sel = 1'b0;
                    r_mux_sel = 1'b0;
                    r_en = 1'b1;
                    next_state = s2;
                end
            end
        s2: begin
                b_mux_sel = 1'b1;
                a_mux_sel = 1'b1;
                r_mux_sel = 1'b1;
                if(counter == 5'd31) begin
                    next_state = s3;
                end
                if(b_lsb) begin
                    add_mux_sel = 1'b1;
                    r_en = 1'b1;
                end
            end
        s3: begin
                state_done = 1'b1; 
                ostream_val = 1'b1;
                if(ostream_rdy) begin
                    next_state = s1;
                end
            end
        endcase
    end
endmodule
==> flow_summary.json <==
{
  "status": "finished clean",
  "cp-startpoint": "istream_val",
  "maxSlewViolCount": 0,
  "hold_ws_ns": 0.509,
  "power_per_cell_area_nw_per_um2": 607,
  "die-height_um": 80,
  "maxCapViolCount": 0,
  "layout_min_cycle_time_ns": 1.92,
  "firstDrtPassIters": 4,
  "ys_chip_area_um2": 388,
  "synthCells": 38,
  "syn_area_per_cell_um2": 10.2,
  "drive_above_1_share": 0.140,
  "dr.max_layer_used": "met3",
  "wirelength_um": 759,
  "initCoreUtil": 0.114,
  "utilization": 0.165,
  "setup_violations": 0,
  "hold_buffers": 0,
  "async_flop_share": 0,
  "root_buffer": "clkbuf_4",
  "ys.flops": 8,
  "ys_types": 20,
  "drtIter0Drc": 17,
  "grt-ovfl-total": 0,
  "num_io_pins": 13,
  "drcViolationCount": 0,
  "post-cts-setup-buffers": 0,
  "hold_violations": 0,
  "crit_chain": "clkdlybuf4s50_1 -> nand2_1 -> nand2b_1 -> clkdlybuf4s50_1",
  "cp.required_ns": 1.60,
  "ys_seq_frac": 0.413,
  "worstSetupEndpointType": "primary output",
  "min_path_type": "flip-flop to flip-flop",
  "final_layout_top_logic_cells": "clkdlybuf4s50_1 (12), dfxtp_1 (8), nor2_1 (4)",
  "clock_latency_ns": 0.25,
  "path_clk_slew_ns": 0.05,
  "routabilityCongestion": 0.744,
  "cts_made_buffers": 3,
  "fin_cells": 96,
  "final_common_cell": "clkdlybuf4s50_1",
  "ys_cells": 38,
  "cp_slowest_cell": "clkdlybuf4s50_1",
  "max_freq_ghz": 0.521,
  "met2_length_um": 232,
  "worstHoldStart": "state[2]",
  "ir_drop_v": 0.000259,
  "edf_count": 0,
  "ant_nets": 0,
  "clk_path_buf_depth": 2,
  "vias": 284,
  "dieArea_um2": 6400,
  "startpoint_type": "input port",
  "crit_fanout": 4,
  "rsz0062_at_grt": "false",
  "grt_usage": 0.0267,
  "antenna_found_initial": 0,
  "p_leak_uw": 0.000226,
  "worstSetupPathType": "input port to primary output",
  "diodes": 0,
  "clock_skew_ns": 0.00344,
  "viasPerCell": 2.96,
  "dpl.hpwl_um": 610,
  "warnings": 25,
  "grt_max_degree": 10,
  "tightestPinTransition_ns": 0.339,
  "routedWlPerCell_um": 7.91,
  "crit_top_cell": "clkdlybuf4s50_1",
  "ys.warnings.count": 1,
  "maxSlewHeadroom": 0.773,
  "place_inst": 93,
  "syn_area_um2": 388,
  "cpPeakStageDelay_ns": 0.48,
  "cts_sinks": 8,
  "core_area_um2": 3420,
  "tritoncts": "yes",
  "post_cts_resize_count": 0,
  "finalClockPeriodUsage": 0.960,
  "drt-met1-wl_um": 379,
  "worst_slack_ns": 0.0792,
  "fin_tns_setup_ns": 0,
  "syn2layout_area_growth_pct": 45.5,
  "arrival_ns": 1.52,
  "post-place-ws_ns": 0.0628,
  "r2r-start": "counter[0]",
  "io_buffers": 12,
  "rows": 21,
  "flop_cell": "dfxtp_1",
  "die_w_um": 80,
  "routed-wl-met3_um": 147,
  "cts_htree_levels": 1,
  "grt_pass1_wl_um": 1370,
  "grt_pass1_vias": 295
}
==> metrics by stage <==
step           total power, uW  area, um^2
6_report                   342         564
5_1_grt                    366         564
4_1_cts                    347         564
3_5_place_dp               227         542
3_3_place_gp               226         542
2_1_floorplan              201         388
==> cell type report <==
cell class              count  area [um^2]
clock buffers               3         22.5
fillers                   386         2850
inverters                   1         3.75
multi-input cells          25          193
flip-flops and latches      8          160
well taps                  46         57.6
repair buffers             13          128
==> cell families (layout without fill, tap and decap cells) <==
logic type                 after synthesis  after routing  synth area share
and+or+nand+nor                         14             14             0.229
DFF                                      8              8             0.413
AOI/OAI and AO/OA                        5              5            0.0903
buffers and inverters                    5             17            0.0903
muxes                                    3              3            0.0903
adders and majority gates                2              2            0.0645
xor gates and xnor gates                 1              1            0.0226
==> critical path: cells and delay by family <==
| kind | cells | cell delay, ns |
|---|---|---|
| buffers and inverters | 2 | 0.93 |
| and+or+nand+nor | 2 | 0.18 |
==> final timing paths <==
path	to	slack [ns]	cells past startpoint
hold reg to reg	state[2]	0.51	2
setup reg to reg	counter[4]	0.61	5
hold / removal	state[2]	0.51	2
setup / recovery	r_en	0.08	4
==> where the power goes <==
group	switching [uW]	internal, uW
clock network	50.7	68.4
registers	6.46	166
logic	17.5	32.8
total	74.6	268
==> synth_stat cells, drive strengths merged (2+ instances only) <==
master  instances  share of area
mux2i           2          0.052
dfxtp           8           0.41
ha              2          0.065
a21oi           3          0.039
nand2b          3          0.048
nand2           2          0.019
buf             4          0.081
nor2            4          0.039
==> state kept, by name (all words and copies together), names as in the netlist <==
name,cells
state,3
counter,5
==> per-layer routing <==
| layer | track usage | vias to the layer above |
|---|---|---|
| met4 | 0 | 0 |
| met2 | 0.0337 | 15 |
| met3 | 0.0239 | 0 |
| li1 | - | 152 |
| met1 | 0.0348 | 117 |
| met5 | 0 | - |
Power is estimated from default activity; no workload was simulated.
