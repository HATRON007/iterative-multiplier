==> flow/design.v <==
module data_path(
    input wire signed [63 : 0] istream_msg,  
    input clk,
    input rst,
    input state_done,
    input b_mux_sel,
    input a_mux_sel,
    input r_mux_sel,
    input add_mux_sel,
    input r_en,
    output b_lsb,  
    output wire signed [31 : 0] ostream_msg
); 
    wire signed [31 : 0] b_mux_out, b_rs_out;  
    wire signed [31 : 0] a_mux_out, a_ls_out;  
    wire signed [31 : 0] r_mux1_out, r_mux2_out, partial_sum;
    wire signed [31 : 0] a = istream_msg[63 : 32];
    wire signed [31 : 0] b = istream_msg[31 : 0];
    reg  signed [31 : 0] b_reg, a_reg, r_reg;
    assign b_mux_out  = (b_mux_sel) ? b_rs_out : b;
    assign a_mux_out  = (a_mux_sel) ? a_ls_out : a;
    assign r_mux1_out = (r_mux_sel) ? r_mux2_out : 32'b0;
    assign r_mux2_out  = (add_mux_sel) ? partial_sum : r_reg;
    always @(posedge clk) begin
        b_reg <= b_mux_out;
        a_reg <= a_mux_out;
        if (r_en) begin
            r_reg <= r_mux1_out;
        end
    end
    assign b_rs_out = (!state_done) ? (b_reg >> 1) : b_reg;
    assign a_ls_out = (!state_done) ? (a_reg << 1) : a_reg;
    assign b_lsb = b_reg[0];
    assign ostream_msg = r_reg;
    assign partial_sum = a_reg + r_reg;
endmodule
==> flow/run.sh <==
#!/bin/bash
# OpenROAD 26Q1-2900-gdf79404cd8, Yosys 0.63+post, stock flow scripts
make -C /OpenROAD-flow-scripts/flow DESIGN_CONFIG=/design/flow/config.mk WORK_HOME=/design/flow/orfs finish
==> flow/config.mk <==
export PLATFORM = sky130hd
export DESIGN_NAME = data_path
export DESIGN_NICKNAME = data_path
export VERILOG_FILES = /design/flow/design.v
export SDC_FILE = /design/flow/constraint.sdc
export NUM_CORES = 4
export LEC_CHECK = 1
export CORE_UTILIZATION = 50
==> flow/constraint.sdc <==
current_design data_path

set clk_period 14.0
set clk_io_pct 0.2

create_clock -name clk0 -period $clk_period [get_ports {clk}]

set non_clock_inputs [all_inputs -no_clocks]
set_input_delay [expr $clk_period * $clk_io_pct] -clock clk0 $non_clock_inputs
set_output_delay [expr $clk_period * $clk_io_pct] -clock clk0 [all_outputs]
==> flow_summary.html <==
<h3>Run summary</h3>
<table>
<tr><th>Metric</th><th>Value</th></tr>
<tr><th colspan="2">Final layout</th></tr>
<tr><td>Register area</td><td>a little under 3000 µm²</td></tr>
<tr><td>Core occupancy in the finished layout</td><td>approximately two thirds</td></tr>
<tr><td>Comb. cell area</td><td>2780 µm²</td></tr>
<tr><td>Filler Cell Count</td><td>between 800 and 900</td></tr>
<tr><td>Area growth from synthesis to final layout</td><td>25.8%</td></tr>
<tr><td>Fraction of final layout cells sized beyond drive strength 1</td><td>about 17%</td></tr>
<tr><td>Post-route insts no fill</td><td>around 740</td></tr>
<tr><th colspan="2">Setup path</th></tr>
<tr><td>Critical R2R Capture</td><td>r_reg[28]$_SDFFCE_PN0P_</td></tr>
<tr><td>WP data arrival</td><td>just under 5000 ps</td></tr>
<tr><td>Setup slack of the most critical reg-to-reg path</td><td>roughly 11000 ps</td></tr>
<tr><td>Slowest cell on the critical path</td><td>sky130_fd_sc_hd__or4_1</td></tr>
<tr><td>Crit Path Max Fanout</td><td>20</td></tr>
<tr><td>Worst reg2reg path depth</td><td>8</td></tr>
<tr><td>Most used cell along the critical path</td><td>sky130_fd_sc_hd__buf_4</td></tr>
<tr><td>Origin of the critical flop-to-flop path</td><td>r_reg[0]$_SDFFCE_PN0P_</td></tr>
<tr><td>Slowest Stage Delay on Critical Path</td><td>between 500 and 600 ps</td></tr>
<tr><td>Required time worst endpoint</td><td>14160 ps</td></tr>
<tr><td>Chain of cells forming the critical path</td><td>clkdlybuf4s50_1 -&gt; buf_4 -&gt; clkinv_1 -&gt; buf_4 -&gt; or4_1 -&gt; o211ai_1</td></tr>
<tr><td>CP startpoint kind</td><td>input pin</td></tr>
<tr><td>Critical Setup Path Class</td><td>input pin to register</td></tr>
<tr><td>Critical path endpoint category</td><td>register</td></tr>
<tr><th colspan="2">Worst hold path</th></tr>
<tr><td>WHS Path Cells</td><td>1</td></tr>
<tr><td>Hold worst-path end</td><td>b_reg[26]$_DFFE_PP_</td></tr>
<tr><td>Worst hold start</td><td>b_reg[27]$_DFFE_PP_</td></tr>
<tr><td>Type of the worst min-delay path</td><td>register to register</td></tr>
<tr><th colspan="2">Global routing</th></tr>
<tr><td>Met3 demand-to-capacity share in global routing</td><td>approximately 5.4%</td></tr>
<tr><td>Global routing met2 resource utilization</td><td>around a third</td></tr>
<tr><td>Overall fraction of global-route tracks in use</td><td>between 20% and 30%</td></tr>
<tr><td>Initial antenna violation count</td><td>0</td></tr>
<tr><td>Wire length of the first global-routing pass</td><td>19.4 mm</td></tr>
<tr><td>Number of global-route vias before repair</td><td>4098</td></tr>
<tr><td>Largest net degree at the start of global routing</td><td>34</td></tr>
<tr><td>GR Util met1</td><td>~37%</td></tr>
<tr><td>Leftover overflow at the end of global routing</td><td>0</td></tr>
<tr><td>Layer carrying the most global-route usage</td><td>met1</td></tr>
<tr><th colspan="2">Timing</th></tr>
<tr><td>Final setup violation count</td><td>0</td></tr>
<tr><td>Ratio of final minimum period to clock period</td><td>about 34%</td></tr>
<tr><td>Max-slew headroom</td><td>around three fifths</td></tr>
<tr><td>Highest Clock Rate</td><td>between 0.2 and 0.25 GHz</td></tr>
<tr><td>Setup tns final</td><td>0 ps</td></tr>
<tr><td>Post-layout minimum cycle time</td><td>~4800 ps</td></tr>
<tr><td>Post-route worst hold slack</td><td>around 540 ps</td></tr>
<tr><td>Pin slew with the least headroom to its limit</td><td>597 ps</td></tr>
<tr><td>RSZ-0062 raised after global routing</td><td>false</td></tr>
<tr><td>Final Hold Violation Tally</td><td>0</td></tr>
<tr><td>Post-Route Skew</td><td>between 7 and 8 ps</td></tr>
<tr><td>Total count of max-transition violations in the final report</td><td>0</td></tr>
<tr><th colspan="2">Clock tree</th></tr>
<tr><td>Library cell used as clock root buffer</td><td>sky130_fd_sc_hd__clkbuf_16</td></tr>
<tr><td>CTS resizes</td><td>0</td></tr>
<tr><td>Total of hold buffers inserted after clock tree synthesis</td><td>0</td></tr>
<tr><td>CTS tree</td><td>yes</td></tr>
<tr><td>Post-CTS clock slew at the launch and capture registers of the worst setup and hold paths</td><td>70 ps</td></tr>
<tr><td>Clock insertion delay at the later pin of the skew report</td><td>350 ps</td></tr>
<tr><td>Clock Sinks</td><td>around 96</td></tr>
<tr><td>Clock buffers created by TritonCTS</td><td>9</td></tr>
<tr><td>Total setup buffers inserted after CTS</td><td>0</td></tr>
<tr><td>Worst-case clock buffer depth</td><td>2</td></tr>
<tr><td>H-tree levels</td><td>3</td></tr>
<tr><th colspan="2">Power</th></tr>
<tr><td>Reg power frac</td><td>approximately 40%</td></tr>
<tr><td>Internal cell power</td><td>about 660 µW</td></tr>
<tr><td>Areal power density over the cells</td><td>roughly 130 nW/µm²</td></tr>
<tr><td>Lkg Pwr</td><td>about 0.0027 µW</td></tr>
<tr><td>Comb power frac</td><td>31.8%</td></tr>
<tr><td>Share of total power consumed by net switching</td><td>around 29%</td></tr>
<tr><td>Clock power share</td><td>27.9%</td></tr>
<tr><td>Maximum resistive drop on vdd</td><td>a little over 0.00009 V</td></tr>
<tr><td>Psw</td><td>about 280 µW</td></tr>
<tr><th colspan="2">Yosys</th></tr>
<tr><td>Proportion of register bits with asynchronous set or reset after synthesis</td><td>0%</td></tr>
<tr><td>#FFs+latches synth</td><td>about 96</td></tr>
<tr><td>Mapped Avg Cell Area</td><td>roughly 12 µm²</td></tr>
<tr><td>Largest area contributor in the synthesized netlist</td><td>sky130_fd_sc_hd__edfxtp_1</td></tr>
<tr><td>Post-synth tally of flip-flops with integrated enable</td><td>around 96</td></tr>
<tr><td>Number of unique standard cell types used by synthesis</td><td>between 60 and 70</td></tr>
<tr><td>Biggest area cells</td><td>sky130_fd_sc_hd__edfxtp_1 (50%), sky130_fd_sc_hd__mux2_2 (12%), sky130_fd_sc_hd__ha_1 (6.7%)</td></tr>
<tr><td>Sequential fraction of the synthesis area</td><td>49.9%</td></tr>
<tr><td>Synth Warn #</td><td>1</td></tr>
<tr><td>Chip area from the yosys synthesis statistics</td><td>between 5000 and 6000 µm²</td></tr>
<tr><td>Cell count after synthesis</td><td>around 500</td></tr>
<tr><td>Synth Flop Type</td><td>sky130_fd_sc_hd__edfxtp_1</td></tr>
<tr><td>Area share, top type</td><td>about half</td></tr>
<tr><td>Post-synthesis cell area</td><td>5780 µm²</td></tr>
<tr><td>Yosys cell count</td><td>approximately 490</td></tr>
<tr><th colspan="2">Route</th></tr>
<tr><td>Number of design rule violations left after detail routing</td><td>0</td></tr>
<tr><td>Antenna diode count</td><td>0</td></tr>
<tr><td>Via count</td><td>about 4300</td></tr>
<tr><td>Post-detailed-route count of antenna-violating nets</td><td>0</td></tr>
<tr><td>First-pass iteration count of the detailed router</td><td>4</td></tr>
<tr><td>DR WL/cell</td><td>around 16 µm</td></tr>
<tr><td>Drt total wl</td><td>12.2 mm</td></tr>
<tr><td>Detail-routed via count per cell</td><td>approximately 6</td></tr>
<tr><td>Number of DRC markers in iteration 0</td><td>roughly 180</td></tr>
<tr><th colspan="2">Floorplan</th></tr>
<tr><td>Horizontal die dimension</td><td>110 µm</td></tr>
<tr><td>Std-Cell Core Area</td><td>~11000 µm²</td></tr>
<tr><td>Floorplan row count</td><td>38</td></tr>
<tr><td>Y dimension of the die</td><td>about 110 µm</td></tr>
<tr><td>Ports placed on the boundary</td><td>~110</td></tr>
<tr><td>Initial Utilization</td><td>52.4%</td></tr>
<tr><td>Die area</td><td>12000 µm²</td></tr>
<tr><th colspan="2">Flow run</th></tr>
<tr><td>Total tool warning count</td><td>27</td></tr>
<tr><td># Max-Cap Violations</td><td>0</td></tr>
<tr><th colspan="2">Place</th></tr>
<tr><td>Total half-perimeter wirelength after legalization and detailed placement</td><td>just under 9 mm</td></tr>
<tr><td>GPL Wtd Cong</td><td>0.886</td></tr>
<tr><td>Total instance count after detailed placement</td><td>about 720</td></tr>
<tr><td>Number of buffer cells added on primary ports</td><td>just over 100</td></tr>
<tr><th colspan="2">Status</th></tr>
<tr><td>Status</td><td>completed</td></tr>
</table>
[layout by cell type, fill, tap and decap left out, types with 5 or more instances in the layout]
| cell type | Yosys | routed |
|---|---|---|
| sky130_fd_sc_hd__clkdlybuf4s50_1 | 0 | 103 |
| sky130_fd_sc_hd__o21bai_1 | 5 | 5 |
| sky130_fd_sc_hd__a21oi_1 | 40 | 40 |
| sky130_fd_sc_hd__nor2_1 | 30 | 30 |
| sky130_fd_sc_hd__a211oi_1 | 5 | 5 |
| sky130_fd_sc_hd__buf_4 | 1 | 7 |
| sky130_fd_sc_hd__mux2i_1 | 6 | 6 |
| sky130_fd_sc_hd__inv_1 | 6 | 6 |
| sky130_fd_sc_hd__nand2_1 | 40 | 40 |
| sky130_fd_sc_hd__nor3_1 | 15 | 15 |
| sky130_fd_sc_hd__nand4_1 | 9 | 9 |
| sky130_fd_sc_hd__xnor2_1 | 11 | 11 |
| sky130_fd_sc_hd__o21a_1 | 11 | 11 |
| sky130_fd_sc_hd__mux2_2 | 63 | 63 |
| sky130_fd_sc_hd__clkbuf_16 | 0 | 9 |
| sky130_fd_sc_hd__a21o_1 | 9 | 9 |
| sky130_fd_sc_hd__ha_1 | 31 | 31 |
| sky130_fd_sc_hd__nand2b_1 | 7 | 7 |
| sky130_fd_sc_hd__o21ai_0 | 19 | 19 |
| sky130_fd_sc_hd__edfxtp_1 | 96 | 96 |
| sky130_fd_sc_hd__nand3_1 | 8 | 8 |
[critical path: cells and delay by family]
family                 cells  cell delay (ps)
AND-OR/OR-AND              1              220
buffers and inverters      4             1360
AND/OR/NAND/NOR            1              510
[cell families (layout without fill, tap and decap cells)]
kind of cell,after synthesis,count (layout),synth area share (%)
buf+inv,27,133,1.99
fa+ha+maj,32,32,7.05
xor+xnor,15,15,2.27
simple gates,134,134,11.6
flops,96,96,49.9
compound gates,121,121,14.0
mux,69,69,13.3
[Yosys cell counts, types with 2 or more instances]
library cell and number:
sky130_fd_sc_hd__nor3_1 15, sky130_fd_sc_hd__nor2b_1 4, sky130_fd_sc_hd__a2111oi_0 2, sky130_fd_sc_hd__nand4_1 9, sky130_fd_sc_hd__and2_1 3, sky130_fd_sc_hd__a211oi_1 5, sky130_fd_sc_hd__o211ai_1 3, sky130_fd_sc_hd__nand2_1 40
sky130_fd_sc_hd__or3_1 3, sky130_fd_sc_hd__and3_1 2, sky130_fd_sc_hd__clkbuf_1 11, sky130_fd_sc_hd__o21ai_2 2, sky130_fd_sc_hd__ha_1 31, sky130_fd_sc_hd__nand3_1 8, sky130_fd_sc_hd__a31oi_1 3, sky130_fd_sc_hd__o21a_1 11
sky130_fd_sc_hd__edfxtp_1 96, sky130_fd_sc_hd__mux2_2 63, sky130_fd_sc_hd__o311ai_1 2, sky130_fd_sc_hd__o2111ai_1 2, sky130_fd_sc_hd__mux2i_1 6, sky130_fd_sc_hd__nor3_2 2, sky130_fd_sc_hd__nand3b_1 3, sky130_fd_sc_hd__inv_1 6
sky130_fd_sc_hd__a21o_1 9, sky130_fd_sc_hd__a21oi_1 40, sky130_fd_sc_hd__o21bai_1 5, sky130_fd_sc_hd__xnor2_1 11, sky130_fd_sc_hd__buf_2 8, sky130_fd_sc_hd__o31ai_1 2, sky130_fd_sc_hd__o21ai_0 19, sky130_fd_sc_hd__nand2b_1 7
sky130_fd_sc_hd__xor2_1 4, sky130_fd_sc_hd__nor2_1 30
[routing by layer]
layer	vias to the layer above	wire length, µm
li1	2107	-
met4	0	185
met3	17	732
met5	-	0
met2	121	5550
met1	2076	5700
[how the worst max path moves through the flow]
stage | from | to | slack, ps | cells past startpoint
after CTS | r_mux_sel | r_reg[26]$_SDFFCE_PN0P_ | 9260 | 6
after global routing | r_mux_sel | r_reg[26]$_SDFFCE_PN0P_ | 9130 | 6
final | r_mux_sel | r_reg[26]$_SDFFCE_PN0P_ | 9250 | 6
[area by class of cell]
cell class / count / share of cell area (%)
clock buffer: 10 / 3.15
inverter: 7 / 0.361
timing repair buffer: 110 / 14.9
sequential: 96 / 39.6
tap: 140 / 2.41
multi-input combinational: 371 / 38.3
clock inverter: 6 / 1.26
[metrics by stage]
step	worst slack [ps]	instance area (µm²)	power [µW]
2_1_floorplan	9540	5780	585
3_3_place_gp	8950	6950	679
3_5_place_dp	8930	6950	681
4_1_cts	9260	7270	950
5_1_grt	9130	7270	998
6_report	9250	7270	942
[power by group through the flow]
stage	clock, µW	combinational [µW]	sequential [µW]
4_1_cts	271	299	380
5_1_grt	282	332	384
6_report	263	300	379
No activity file was given, so power comes from the tool's default toggle rates.
